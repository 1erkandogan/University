==> design.v <==
module hazardUnit(
    input [3:0] RA1D,
    input [3:0] RA2D,
    input [3:0] RA1E, 
    input [3:0] RA2E,
    input [3:0] WA3E,
    input [3:0] WA3M,
    input [3:0] WA3W,
    input RegWriteM,
    input RegWriteW,
    input MemtoRegE,
    input BranchE,
    input conditionCheck,
    input PCSrcD,
    input PCSrcE,
    input PCSrcM,
    input PCSrcW,
    output reg [1:0] ForwardAE,
    output reg [1:0] ForwardBE,
    output reg BranchTakenE,
    output reg PCWrPendingF,
    output reg StallF,
    output reg StallD,
    output reg FlushD,
    output reg FlushE,
    output reg LDRStall
);
always @(*)
begin
    if ((RA1E == WA3M) & RegWriteM)
    begin
        ForwardAE = 2'b10;
    end
    else if ((RA1E == WA3W) & RegWriteW)
    begin
        ForwardAE = 2'b01;
    end
    else
    begin
        ForwardAE = 2'b00;
    end
    if ((RA2E == WA3M) & RegWriteM)
    begin
        ForwardBE = 2'b10;
    end
    else if ((RA2E == WA3W) & RegWriteW)
    begin
        ForwardBE = 2'b01;
    end
    else
    begin
        ForwardBE = 2'b00;
    end
    LDRStall = (RA1D == WA3E | RA2D == WA3E) & MemtoRegE;
    BranchTakenE = BranchE & conditionCheck;
    PCWrPendingF = PCSrcD | PCSrcE | PCSrcM;
    StallF = LDRStall | PCWrPendingF;
    StallD = LDRStall;
    FlushD = PCWrPendingF | PCSrcW | BranchTakenE;
    FlushE = LDRStall | BranchTakenE; 
end
endmodule
==> run.sh <==
#!/bin/bash
# OpenROAD 26Q1-2900-gdf79404cd8, Yosys 0.63+post, stock flow scripts
make -C /OpenROAD-flow-scripts/flow DESIGN_CONFIG=/design/flow/config.mk WORK_HOME=/design/flow/orfs finish
==> config.mk <==
export PLATFORM = sky130hd
export DESIGN_NAME = hazardUnit
export DESIGN_NICKNAME = hazardUnit
export VERILOG_FILES = /design/flow/design.v
export SDC_FILE = /design/flow/constraint.sdc
export NUM_CORES = 4
export LEC_CHECK = 1
export CORE_AREA = 10 10 70 70
export DIE_AREA = 0 0 80 80
export SYNTH_HDL_FRONTEND = slang
==> constraint.sdc <==
current_design hazardUnit

set clk_period 2.1
set clk_io_pct 0.2

create_clock -name clk0 -period $clk_period

set non_clock_inputs [all_inputs -no_clocks]
set_input_delay [expr $clk_period * $clk_io_pct] -clock clk0 $non_clock_inputs
set_output_delay [expr $clk_period * $clk_io_pct] -clock clk0 [all_outputs]
==> Implementation_results.wiki <==
== Flow metrics ==
{| class="wikitable"
! Metric !! Value
|-
| Upper clock frequency limit || ~490 MHz
|-
| Core utilization at floorplan || 0.0941
|-
| Final Non-Filler Cells || around 150
|-
| Largest fanout on the critical path || 2
|-
| Number of vias per cell after detailed routing || roughly 3.4
|-
| Pwr Density || 160 nW/µm²
|-
| # Cells Yosys || approximately 45
|-
| Status || completed
|-
| Layout cell share with drive strength beyond 1 || 0.222
|-
| DRC violation count after routing || 0
|-
| Port bufs || roughly 48
|-
| Final Setup Violations || 0
|-
| Worst path arrival time || approximately 1.6 ns
|-
| Leftover overflow at the end of global routing || 0
|-
| Count of hold-fix buffers inserted at cts || 0
|-
| Post-DP HPWL || between 1500 and 2000 µm
|-
| Number of antenna violations at the first check in global routing || 0
|-
| Core box area || around 3400 µm²
|-
| IO Count || approximately 48
|-
| RePlAce Congestion || roughly 0.80
|-
| Iter 0 DRT Violations || 6
|-
| Area of the multi-input gates || 355 µm²
|-
| Number of fillers in the final layout || between 300 and 400
|-
| Number of hold-slack violations in the final timing report || 0
|-
| Total count of max-transition violations in the final report || 0
|-
| Placed standard-cell area || about 880 µm²
|-
| Startpoint Class || input port
|-
| Post-DR wirelength/cell || 11.5 µm
|-
| Vias in the first global route || approximately 560
|-
| Cell Count Post-Placement || 142
|-
| Count of synthesis-stage warnings from yosys || 0
|-
| Total Negative Setup Slacks || 0 ns
|-
| Count of clock-net buffers in the final layout || 0
|-
| Number of max-capacitance violations reported || 0
|-
| Period utilization || 0.962
|-
| Netlist area before placement || 322 µm²
|-
| Crit path time final || approximately 2 ns
|-
| Antenna Diode Count || 0
|-
| GRT Resource Usage Total || 0.0480
|-
| Synth unique cells || 13
|-
| Number of nets with antenna violations after detailed routing || 0
|-
| Global-route wire length before repair || around 2600 µm
|-
| Leakage power total || 0.431 nW
|-
| Instance count along the most critical hold path || 4
|-
| Maximum vdd drop || between 0.05 and 0.06 mV
|-
| Area occupied by registers || 0 µm²
|-
| WP data required || 1.68 ns
|-
| Flops || 0
|-
| First drt pass iteration count || 2
|-
| Gate count after technology mapping || around 45
|-
| Die span in x || approximately 80 µm
|-
| Setup slack at placement || -0.358 ns
|-
| Slew of the pin with the lowest slew margin || approximately 0.27 ns
|-
| Sum of routed wire length over all layers || around 1700 µm
|-
| Class of the tightest hold or removal check || in2out
|-
| Layout Utilization || 0.264
|-
| Largest net degree at the start of global routing || 3
|-
| Vias after detailed routing || 490
|-
| Yosys stat chip area || 322 µm²
|-
| Unrepaired setup endpoints after global routing || no
|-
| Per-instance average area after synthesis || 7.15 µm²
|-
| Critical hold path startpoint || PCSrcM
|-
| Area overhead of the layout relative to synthesis || 181%
|-
| Number of warnings in the stage logs || 32
|-
| Critical setup path kind || in2out
|-
| Synth Seq Share || 0
|-
| Hold EP || FlushD
|-
| Slew HR || 0.819
|-
| Row cnt || 21
|-
| Chip area || ~6400 µm²
|-
| Nature of the critical path endpoint || output port
|-
| Cell area after layout || 902 µm²
|-
| Overall die height || roughly 80 µm
|-
| Least setup slack across all paths after layout || 0.0795 ns
|}
## power breakdown
group | total (mW) | leakage, nW | switching (mW) | internal [mW]
clock | 0 | 0 | 0 | 0
sequential | 0 | 0 | 0 | 0
combinational | 0.145 | 0.431 | 0.0581 | 0.0864
total | 0.145 | 0.431 | 0.0581 | 0.0864
## what timing repair did
| action | CTS | global route |
|---|---|---|
| buffers inserted | 4 | 0 |
| pin swaps | 19 | 10 |
| endpoints found under the setup margin | 10 | 7 |
| resized | 61 | 14 |
## final cells by class
type	instances	area share
inverters	2	0.00832
multi-input cells	42	0.394
well taps	46	0.0638
repair buffers	55	0.534
## kinds of logic (layout without fill, tap and decap cells)
family	Yosys count	after routing	share of synthesized area
AND-OR/OR-AND	1	1	0.0155
XOR/XNOR	24	24	0.654
buffers and inverters	3	57	0.0467
AND/OR/NAND/NOR	17	17	0.284
## cells in the mapped netlist
cell type,number,share of area
xnor2_1,4,0.11
nand2b_1,1,0.019
o21ai_0,1,0.016
nand2_1,4,0.047
or3_1,1,0.019
or3_4,1,0.035
nor2_1,2,0.023
inv_1,2,0.023
buf_4,1,0.023
nor3_1,2,0.031
nand3_1,2,0.031
xor2_1,20,0.54
nor4_1,4,0.078
## metrics by stage
| stage | hold WS (ns) | total power, mW |
|---|---|---|
| 2_1_floorplan | 0.897 | 0.0412 |
| 3_3_place_gp | 1.79 | 0.152 |
| 3_5_place_dp | 1.78 | 0.153 |
| 4_1_cts | 1.34 | 0.139 |
| 5_1_grt | 1.35 | 0.159 |
| 6_report | 1.32 | 0.145 |
## worst max path at each step
stage                    from        to  slack [ns]  depth (start not counted)
final                  PCSrcD    FlushD        0.08                          4
after global routing  RA2D[1]  LDRStall        0.01                          7
after CTS             WA3E[3]    StallD       0.002                          8
## critical path, cell delays in order
cell and delay (ns):
clkdlybuf4s50_1 0.39, or3_4 0.36, or3_1 0.31, buf_2 0.12
## cell usage in the layout (no fill, tap or decap), types with 2 or more instances in the layout
cell type / count
nand2_1: 4
clkbuf_2: 5
dlygate4sd2_1: 21
xnor2_1: 4
xor2_1: 19
nor2_1: 2
nand3_1: 2
clkdlybuf4s50_1: 8
buf_4: 7
nor4_4: 2
clkdlybuf4s15_2: 2
clkdlybuf4s15_1: 10
## metal layers
metal	track usage	routed length [µm]
met1	0.0574	695
met2	0.0907	846
met3	0.00909	122
met4	0	0
met5	0	0
Power and IR drop assume default switching activity.
